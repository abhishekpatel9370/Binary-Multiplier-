==> /design/flow/design.v <==
module multiplierbinary(ldA,ldQ,clrA,ldM,clrQ,clrff,sftA,sftQ,addsub,decr,ldcnt,data_in,clk,qm1,eqz);
input ldA,ldQ,ldM,clrA,clrQ,clrff,ldcnt,addsub,clk,sftA,sftQ,decr;
input [15:0] data_in;
output qm1,eqz;
wire [15:0] A,M,Q,Z;
wire [4:0] count;
assign eq=~|count;
   shiftreg Ar (A,Z,A[15],clk,ldA,clrA,sftA );
    shiftreg Qr (Q,data_in,A[0],clk,ldQ,clrQ,sftQ );
    PIPO mr(data_in,M,clk,clrff);
    ALU AS (Z,A,M,addsub);
    dff q1(Q[0],qm1,clk,clrff);
   counter u(count ,decr,ldcnt,clk);
endmodule
module shiftreg(data_out,data_in,s_in,clk,ld,clr,sft);
input s_in,clk,ld,clr,sft;
input [15:0] data_in;
output reg [15:0] data_out;
always @(posedge clk)
begin 
if (clr) data_out<=0;
else if (ld) 
    data_out<=data_in;
else if (sft)
data_out<={s_in,data_in[15:1]};
end
endmodule
module PIPO(data_out,data_in,clk,load);
input [15:0] data_in;
input load,clk;
output reg [15:0] data_out;
always @(posedge clk)
if (load)
data_out<=data_in;
endmodule
module  dff(d,q,clk,clr);
input d,clk,clr;
output reg q;
always @(posedge clk)
if(clr)
q<=0;
else 
q<=d;
endmodule
module ALU (out,in1,in2,addsub);
input [15:0] in1,in2;
input addsub;
output reg [15:0]out;
always @(*)
begin 
if(addsub==0)
out=in1-in2;
else
out=in1+in2;
end
endmodule
module counter(data_out,decr,ldcnt,clk);
input decr,clk,ldcnt;
output reg [4:0] data_out;
always @ (posedge clk)
begin 
if (ldcnt) data_out<=5'b10000;
else if(decr)
data_out<=data_out-1;
end
endmodule
module controller (
    output reg clrA, ldA, sftA, clrQ, ldQ, sftQ, ldM, clrff, addsub, decr, ldcnt, done,
    input clk, q0, qm1, eqz, start
);
    reg [2:0] state;
    parameter S0 = 3'b000, S1 = 3'b001, S2 = 3'b010, S3 = 3'b011, S4 = 3'b100, S5 = 3'b101, S6 = 3'b110;
    always @(posedge clk) begin
        case (state)
            S0: if (start) state <= S1;
            S1: state <= S2;
            S2: if (eqz) state <= S6;
                else if ({q0, qm1} == 2'b01) state <= S3;
                else if ({q0, qm1} == 2'b10) state <= S4;
                else state <= S5;
            S3: state <= S5;
            S4: state <= S5;
            S5: state <= S2;
            S6: state <= S6;
            default: state <= S0;
        endcase
    end
    always @(*) begin
        {clrA, ldA, sftA, clrQ, ldQ, sftQ, ldM, clrff, addsub, decr, ldcnt, done} = 12'b0;
        case (state)
            S0: done = 0;
            S1: begin ldM = 1; clrA = 1; clrQ = 1; clrff = 1; ldcnt = 1; end
            S2: begin clrA=0;clrff=0;ldcnt=0;ldM=0;ldQ=1;end
            S3: begin ldA = 1; addsub = 1;ldQ=0;sftA=0;sftQ=0;decr=0; end
            S4: begin ldA = 1; addsub = 0;ldQ=0;sftA=0;sftQ=0;decr=0; end
            S5: begin sftA = 1; sftQ = 1;decr=1; end
            S6: done = 1;
            default : begin clrA=1;sftA=0;ldQ=0;sftQ=0;end
        endcase
    end
endmodule
==> /design/flow/run.sh <==
#!/bin/bash
# OpenROAD 26Q1-2900-gdf79404cd8, Yosys 0.63+post, stock flow scripts
make -C /OpenROAD-flow-scripts/flow DESIGN_CONFIG=/design/flow/config.mk WORK_HOME=/design/flow/orfs finish
==> /design/flow/config.mk <==
export PLATFORM = sky130hd
export DESIGN_NAME = controller
export DESIGN_NICKNAME = controller
export VERILOG_FILES = /design/flow/design.v
export SDC_FILE = /design/flow/constraint.sdc
export NUM_CORES = 4
export LEC_CHECK = 1
export CORE_AREA = 10 10 70 70
export DIE_AREA = 0 0 80 80
==> /design/flow/constraint.sdc <==
current_design controller

set clk_period 2.6
set clk_io_pct 0.2

create_clock -name clk0 -period $clk_period [get_ports {clk}]

set non_clock_inputs [all_inputs -no_clocks]
set_input_delay [expr $clk_period * $clk_io_pct] -clock clk0 $non_clock_inputs
set_output_delay [expr $clk_period * $clk_io_pct] -clock clk0 [all_outputs]
==> metrics.yaml <==
reg2reg_from: "state[0]$_DFFE_PP_"
largest_area_cell: "edfxtp_1"
grt_util_all_layers_pct: 2.252
worstSetupPathDepth: 3
grt_max_degree: 9
clockRootBuffer: "clkbuf_4"
fin_area_sq_um: 467.9
post-route-period-util_pct: 83.39
post-route-min-period_ps: 2168
whs_ps: 690.7
cts_buffers: 3
tns_ps: 0
cts_hold_buffers: 0
drive_gt1_share_pct: 10.87
cpPeakStageDelay_ps: 510
slew_viol_final: 0
regMostFlops: "state"
setup_viol: 0
fp_util_pct: 7.985
postCtsSetupBuffers: 0
top_cells_by_area: "edfxtp_1, buf_4, nor2_1"
syn_inst: 32
hold_viol_final: 0
synth_top_area_share_pct: 33.03
ys_seq_elements: 3
clockBufferDepth: 2
detail-route-antenna-nets: 0
placed_area_sq_um: 441.7
cp_top_family: "flip-flops"
top_regs: "state x3"
worstMarginPinSlew_ps: 300.8
cts_tree: "yes"
synthesis.area_sq_um: 272.8
drt_first_pass_iters: 3
cap_violations: 0
vias: 249
openroad.warnings: 25
status: "finished, final reports clean"
ff2ff_setup_slack_ps: 1420
yosysSeqAreaShare_pct: 33.03
grt_pass1_wl_um: 1173
synthDistinctLibCells: 19
route.detailed.drc: 0
critPathLaunchType: "register"
fmaxAchievable_mhz: 461.2
setup.worst_path.end_class: "output port"
relSlewSlack_pct: 79.94
clk_pin_slew_ps: 30
largest_reg_flops: 3
crit_type: "reg2out"
worstHoldStart: "state[0]$_DFFE_PP_"
critPathLaunch: "state[2]$_DFFE_PP_"
wire_per_inst_um: 8.554
ir_drop_mv: 0.05501
syn-mean-instance-area_sq_um: 8.524
diodes: 0
p_total_uw: 142.1
ys_cells: 32
grt_pass1_vias: 257
crit_fanout: 8
arrival_ps: 1650
die_y_um: 80
power_per_cell_area_mw_per_mm2: 303.6
gp_congestion: 0.7188
cts_resized: 0
grt_setup_unrepaired: "false"
routed_wirelength_um: 787
overflow: 0
htreeDepth: 1
rows: 21
cts_num_sinks: 3
area_growth_pct: 71.56
critical_path_buf_inv_count: 1
hp-class: "reg2reg"
viasPerCell: 2.707
path_cells: "or2_1 > a21boi_2 > clkdlybuf4s50_1"
die_area_sq_mm: 0.006400
dpl.hpwl_um: 658.3
reg2reg_depth: 2
clock_latency_ps: 230
min_path_cells: 1
yosys_warnings: 1
skew_ps: 0.6540
drt_iter0_markers: 10
io_buffers: 16
critPathRequiredTime_ps: 2080
core_sq_mm: 0.003416
die_w_um: 80
yosys_area_sq_um: 272.8
static-leakage-power_uw: 0.0001803
slowest_stage: "edfxtp_1"
antenna_found_initial: 0
ios: 17
## cells in the mapped netlist, drive strengths merged
cell and n:
a21oi 1, o21ai 1, o211a 1, nand2b 2, a21o 1, o41ai 1, nor3 1, mux2i 1
nor2b 1, a21boi 1, edfxtp 3, and3 1, nand2 2, inv 2, or2 1, nor2 6
buf 6
## report_power, final
group          switching (uW)  leakage (uW)  internal (uW)  total (uW)
Combinational            3.11      0.000137           6.41        9.52
Clock                    22.4     0.0000150           57.4        79.8
Sequential                  0     0.0000283           52.7        52.7
## worst paths after layout
check / end
max: clrA
min: state[2]$_DFFE_PP_
max reg2reg: state[0]$_DFFE_PP_
min reg2reg: state[2]$_DFFE_PP_
## layout make-up
type	instances	area [sq um]
fillers	401	2948
repair buffers	16	160.2
multi-input cells	21	123.9
flip-flops and latches	3	90.09
clock buffers	4	26.28
inverters	2	10.01
well taps	46	57.56
## worst register-to-register path, cell delays in order (launching register included)
cell      delay [ps]
edfxtp_1         450
nand2b_1         230
o211a_1          250
## metrics by stage
step	setup slack, ps	cells	util (%)
global placement	653.2	88	12.93
detailed placement	662.5	88	12.93
finish	431.7	92	13.70
CTS	402.8	92	13.70
floorplan	1187	32	-
global route	275.6	92	13.70
## cell usage in the layout, fill, tap and decap left out, drive strengths merged
cell type,synthesis,final
a21boi,1,1
mux2i,1,1
a21o,1,1
nor2b,1,1
edfxtp,3,3
and3,1,1
or2,1,1
clkdlybuf4s50,0,16
nand2b,2,2
o21ai,1,1
nand2,2,2
nor3,1,1
o41ai,1,1
clkbuf,0,4
o211a,1,1
a21oi,1,1
nor2,6,6
inv,2,2
## cell families (layout without fill, tap and decap cells)
group / after synthesis / in the layout / synth area share, %
AOI/OAI and AO/OA: 6 / 6 / 17.43
buffers and inverters: 8 / 22 / 21.56
DFF: 3 / 3 / 33.03
muxes: 1 / 1 / 3.670
and+or+nand+nor: 14 / 14 / 24.31
## metal layers
metal | vias to the layer above | track usage, % | wire length (um) | part of all wire [%]
met2 | 17 | 2.809 | 273 | 35
met3 | 2 | 2.045 | 193 | 25
met1 | 99 | 2.478 | 293 | 37
li1 | 131 | - | - | -
met5 | - | 0 | 0 | 0
met4 | 0 | 1.232 | 27 | 3.4
No activity file was given, so power comes from the tool's default toggle rates.
